## flow/run.sh

```bash
#!/bin/bash
# OpenROAD 26Q1-2900-gdf79404cd8, Yosys 0.63+post, stock flow scripts
make -C /OpenROAD-flow-scripts/flow DESIGN_CONFIG=/design/flow/config.mk WORK_HOME=/design/flow/orfs finish
```

## flow/config.mk

```make
export PLATFORM = sky130hd
export DESIGN_NAME = HexDecoder
export DESIGN_NICKNAME = HexDecoder
export VERILOG_FILES = /design/flow/design.v
export SDC_FILE = /design/flow/constraint.sdc
export NUM_CORES = 4
export LEC_CHECK = 1
export CORE_AREA = 10 10 70 70
export DIE_AREA = 0 0 80 80
```

## flow/constraint.sdc

```tcl
current_design HexDecoder

set clk_period 1.0
set clk_io_pct 0.2

create_clock -name clk0 -period $clk_period [get_ports {iClk}]

set non_clock_inputs [all_inputs -no_clocks]
set_input_delay [expr $clk_period * $clk_io_pct] -clock clk0 $non_clock_inputs
set_output_delay [expr $clk_period * $clk_io_pct] -clock clk0 [all_outputs]
```

## flow/design.v

```verilog
module HexDecoder(
    input iClk,
    input iReset_n,
    input iChip_select_n,
    input iWrite_n,
    input [31:0] iData,
    output reg [31:0] HEX
);
always @(posedge iClk or negedge iReset_n)
begin
    if (~iReset_n) 
    begin
        HEX <= 32'd0;  
    end 
    else if (~iChip_select_n && ~iWrite_n) 
    begin
        case (iData[3:0])
            4'h0: HEX <= {25'd0, 7'b1000000};  
            4'h1: HEX <= {25'd0, 7'b1111001};  
            4'h2: HEX <= {25'd0, 7'b0100100};  
            4'h3: HEX <= {25'd0, 7'b0110000};  
            4'h4: HEX <= {25'd0, 7'b0011001};  
            4'h5: HEX <= {25'd0, 7'b0010010};  
            4'h6: HEX <= {25'd0, 7'b0000010};  
            4'h7: HEX <= {25'd0, 7'b0111000};  
            4'h8: HEX <= {25'd0, 7'b0000000};  
            4'h9: HEX <= {25'd0, 7'b0010000};  
            4'hA: HEX <= {25'd0, 7'b0001000};  
            4'hB: HEX <= {25'd0, 7'b0000011};  
            4'hC: HEX <= {25'd0, 7'b1000110};  
            4'hD: HEX <= {25'd0, 7'b0100001};  
            4'hE: HEX <= {25'd0, 7'b0000110};  
            4'hF: HEX <= {25'd0, 7'b0001110};  
            default: HEX <= {25'd0, 7'b0111111};  
        endcase
    end
end
endmodule
```

==> reports/metrics.cfg <==
[run_status]
run_status = completed

[synth]
yosysUniqueCellTypes = 24
synthesis.area_per_instance_um2 = 8.977
synthArstFlopShare_pct = 100.0
mux_share_pct = 7.143
synthTopCellsByArea = buf_4, dfrtp_1, ha_1, mux2i_1, a21oi_1
synth_warnings = 1
synth.comb.largest_family = buffers and inverters
ys_ff = 7
synth-edff-count = 0
post-synth-top-area-cell = buf_4
ys_cells = 80
ys_seq_share_pct = 24.39
synthesis.area_um2 = 718.2
synthMostInstantiatedCell = buf_4
and_or_or_and_cells_area_fraction_pct = 14.11
post_synthesis_share_of_cell_area_spent_on_and_or_nand_and_nor_gates_pct = 11.15
yosys_area_um2 = 718.2
synth_largest_type_area_fraction_pct = 27.18
synthXorXnorAreaFrac_pct = 0
synthCells = 80
post_synth_most_frequent_cells = buf_4, dfrtp_1, ha_1, nor2_1, a21oi_1
flop_cell = dfrtp_1
post_synth_fa_ha_maj_area_fraction_pct = 12.20

[clocking]
tritoncts_num_sinks = 7
cts_tree = yes
cts-buffers-inserted = 3
clock_tree.buffer_depth = 2
cts_root_buffer = clkbuf_4
insertion_delay_ns = 0.24
path_clk_slew_ns = 0.05
htreeDepth = 1

[finish]
number_of_flip_flops_in_the_largest_register = 7
final_core_utilization_pct = 27.00
largest-register = HEX
biggestRegsByFlops = HEX: 7 flops
final_layout_size_suffix_gt1_share_pct = 34.26
area_growth_syn_to_layout_pct = 28.40
final.fill_count = 393

[final_timing]
setup_ws_ns = 0.03502
hold_slack_ns = 0.2184
max_freq_ghz = 1.036
worst_clock_skew_ns = 0
final_period_minus_worst_setup_slack_ns = 0.9650
report.final.setup_viol = 0
timing_hold_violations_final = 0
maxSlewViolCount = 0
setup_repair_after_global_routing_missed_its_margin = false
fin_crit_sh_pct = 96.50
timing.setup.tns_ns = 0

[worst_setup_path]
critical_path_class = in2reg
worst_ep_arrival_time_ns = 1.10
crit_required_ns = 1.13
setup.worst_path.end_class = flop
setup_slack_on_the_worst_flop_to_flop_path_ns = 0.22
cp_max_fo = 4
start_kind = input pin

[worst_hold_path]
worstHoldPathType = in2async

[floorplanning]
rows = 21
core_util_floorplan_pct = 21.03
die_width_um = 80
fp.dieH_um = 80
io_pins = 68
chipArea_mm2 = 0.006400
placeableCoreArea_mm2 = 0.003416

[route]
drt-initial-drc-count = 11
detail_route.wirelength_um = 1603
drc = 0
num_vias = 528
viasPerCell = 3.429
antennaDiodeCount = 0
drt.antenna.violating_nets = 0
per_cell_routed_wire_length_um = 10.41
firstDrtPassIters = 4

[placement]
pre_cts_slack_ns = -0.6330
quantity_of_i_o_buffers_inserted_on_ports = 14
place.detailed.hpwl_um = 1382
gp_congestion = 0.8303

[grt]
grt_start_max_net_pins = 13
grt.busiest_layer = met2
gr-usage-all-layers_pct = 4.796
use_met3_pct = 2.386
number_of_global_route_vias_before_repair = 558
grt_first_pass_wirelength_um = 2463
fraction_of_met2_tracks_used_by_global_routing_pct = 8.026
grt_antenna_before_repair = 0
grt_use_met1_pct = 5.739
grt_overflow_total = 0

[run]
openroad.warnings = 59
max-cap-violations = 0

[power]
peakVddDrop_mv = 0.5094
cellLeakagePower_nw = 0.4648
p_per_area_mw_per_mm2 = 947.1

final timing paths:
path | from | end | cells past startpoint
setup / recovery | iData[0] | HEX[5] | 6
max in group asynchronous | iReset_n | HEX[6] | 1
setup reg to reg | HEX[4] | HEX[4] | 2
hold / removal | iReset_n | HEX[5] | 1
hold reg to reg | HEX[2] | HEX[2] | 2
min in group clk0 | iData[1] | HEX[1] | 4
stage by stage:
stage | cells | cell area (µm²) | power [W]
6_report | 154 | 922.1 | 0.0008734
5_1_grt | 154 | 922.1 | 0.0009515
4_1_cts | 154 | 910.9 | 0.0008890
3_5_place_dp | 148 | 887.1 | 0.0006524
3_3_place_gp | 148 | 887.1 | 0.0006539
2_1_floorplan | 104 | 810.8 | 0.0005231
where the power goes:
part	switching (W)	internal (W)
logic	0.000123	0.000161
registers	0.0000194	0.000324
clock network	0.0000935	0.000152
total	0.000236	0.000637
cell type report:
cell class                      count  area (µm²)  area share (%)
Tap cell                           46       57.56           6.242
Inverter                            2       7.507          0.8141
Timing Repair Buffer               28       205.2           22.25
Clock buffer                        4       26.28           2.849
Sequential cell                     7       175.2           19.00
Multi-Input combinational cell     67       450.4           48.85
worst max-delay path: stages:
cell,delay [ns]
buf_4,0.13
buf_4,0.14
ha_2,0.17
mux2_4,0.27
a21oi_4,0.13
a21oi_2,0.06
what timing repair did:
item | 4_1_cts | 5_1_grt
endpoints found under the setup margin | 14 | 1
pin swaps | 2 | 1
buffers inserted | 2 | 0
resized | 42 | 2
hold buffers | 0 | 0
cell families after synthesis:
family / count (synthesis)
AND/OR/NAND/NOR: 16
adder cells (fa/ha/maj): 7
AND-OR/OR-AND: 14
other: 1
buffers and inverters: 30
multiplexers: 5
flip-flops: 7
layer usage:
metal / up-vias / part of all wire, %
met5: - / 0
met4: 0 / 0
met3: 0 / 7.8
met2: 23 / 47
met1: 226 / 46
li1: 279 / -
placed cells by master (no fill, tap or decap), types with 2 or more instances in the layout:
cell type,count
a21oi_1,4
buf_2,8
buf_4,13
buf_6,2
clkbuf_4,3
conb_1,25
dfrtp_1,7
dlygate4sd2_1,4
ha_1,5
mux2i_1,4
nand2_1,3
nor2_1,6
o21ai_0,2
o221ai_2,2
Power is estimated from default activity; no workload was simulated.
