==> ./design.v <==
module red_leds
(
	input iClk,
	input iReset_n,
	input iChip_select_n,
	input iWrite_n,
	input [31:0] iRed_leds_data,
	output reg [31:0] oRed_leds
);
	always@(posedge iClk, negedge iReset_n)
	begin
		if(~iReset_n)
		begin
			oRed_leds <= 32'd0;
		end
		else
		begin
			if(~iChip_select_n & ~iWrite_n)
			begin
				oRed_leds <= iRed_leds_data;
			end
		end
	end
endmodule
==> ./run.sh <==
#!/bin/bash
# OpenROAD 26Q1-2900-gdf79404cd8, Yosys 0.63+post, stock flow scripts
make -C /OpenROAD-flow-scripts/flow DESIGN_CONFIG=/design/flow/config.mk WORK_HOME=/design/flow/orfs finish
==> ./config.mk <==
export PLATFORM = sky130hd
export DESIGN_NAME = red_leds
export DESIGN_NICKNAME = red_leds
export VERILOG_FILES = /design/flow/design.v
export SDC_FILE = /design/flow/constraint.sdc
export NUM_CORES = 4
export LEC_CHECK = 1
export CORE_AREA = 10 10 94 94
export DIE_AREA = 0 0 104 104
==> ./constraint.sdc <==
current_design red_leds

set clk_period 1.0
set clk_io_pct 0.2

create_clock -name clk0 -period $clk_period [get_ports {iClk}]

set non_clock_inputs [all_inputs -no_clocks]
set_input_delay [expr $clk_period * $clk_io_pct] -clock clk0 $non_clock_inputs
set_output_delay [expr $clk_period * $clk_io_pct] -clock clk0 [all_outputs]
==> tab_implementation.tex <==
% Table of physical implementation metrics
\begin{tabular}{lr}
\hline
Metric & Value \\
\hline
\multicolumn{2}{l}{\textbf{Global routing}} \\
Wire length of the first global-routing pass & 5.92 mm \\
Global-route usage over all layers & 0.0674 \\
Initial antenna violation count & 0 \\
Maximum number of pins on one net before global-route repair & 15 \\
Vias in the first global route & about 1,000 \\
Leftover overflow at the end of global routing & 0 \\
\multicolumn{2}{l}{\textbf{Final timing}} \\
Final number of max-transition violations & 0 \\
Finish-stage setup viols & 0 \\
Max Clock Freq & 1010 MHz \\
Worst-margin pin slew & 0.204 ns \\
WHS & between 0.2 and 0.3 ns \\
Minimum clock period & 0.986 ns \\
Maximum clock skew at final layout & 0 ns \\
RSZ-0062 raised after global routing & yes \\
Post-route clock period utilization & 0.986 \\
Relative slew slack & 0.864 \\
Count of endpoints failing hold in the final timing report & 0 \\
Sum Neg Setup Slack & 0 ns \\
\multicolumn{2}{l}{\textbf{Logic synthesis}} \\
Flops out of synthesis & 32 \\
Count of flip-flops with a built-in enable after synthesis & 0 \\
Count of distinct cell types in the synthesized netlist & 5 \\
Number of cell instances after yosys synthesis & slightly below 70 \\
Top cells by count, synth & 32 x sky130\_fd\_sc\_hd\_\_dfrtp\_1, 30 x sky130\_fd\_sc\_hd\_\_mux2\_2, 3 x sky130\_fd\_sc\_hd\_\_clkbuf\_8 \\
Summed standard-cell area reported by yosys & between 1000 and 1500 um2 \\
Most frequently used cell type in the post-synthesis netlist & sky130\_fd\_sc\_hd\_\_dfrtp\_1 \\
Flip-flop cell with the highest count after synthesis & sky130\_fd\_sc\_hd\_\_dfrtp\_1 \\
Number of warnings printed during yosys synthesis & 1 \\
Share of flip-flops with an asynchronous set or reset & 1.00 \\
Dominant cells by area after synthesis & sky130\_fd\_sc\_hd\_\_dfrtp\_1 66\%, sky130\_fd\_sc\_hd\_\_mux2\_2 28\%, sky130\_fd\_sc\_hd\_\_clkbuf\_8 3.4\%, sky130\_fd\_sc\_hd\_\_mux2\_4 2.5\%, sky130\_fd\_sc\_hd\_\_nor2\_4 0.92\% \\
Library cell with the largest summed area after synthesis & sky130\_fd\_sc\_hd\_\_dfrtp\_1 \\
Instance tally after logic synthesis & around 68 \\
Sequential-to-total area share from yosys stat & 0.656 \\
Average cell area after synthesis & 18.0 um2 \\
Cell Area, Synth & 1220 um2 \\
Fraction of synthesized cell area taken by the top area cell type & 0.656 \\
\multicolumn{2}{l}{\textbf{Clocking}} \\
Post-CTS Hold Buffers & 0 \\
Buffer type at the clock tree root & sky130\_fd\_sc\_hd\_\_clkbuf\_8 \\
Clock Latency Late Sink & 0.27 ns \\
TritonCTS clock tree & yes \\
Max Buffers Root-to-Sink & 2 \\
Post-CTS clock slew at the launch and capture registers of the worst setup and hold paths & 0.07 ns \\
CTS H-tree depth & 2 \\
\# clock sinks & 32 \\
Number of buffers inserted during clock tree synthesis & 5 \\
\multicolumn{2}{l}{\textbf{Cells and area}} \\
Largest registers ranked by flip-flop count & oRed\_leds (32) \\
Largest register FFs & 32 \\
Fraction of layout cells with a size suffix above 1 & 0.571 \\
Area growth, synth to finish & 73.5\% \\
Total area of sequential cells & 801 um2 \\
Multi-input logic area & 409 um2 \\
Total of fill cells in the finished design & 684 \\
Top reg by flops & oRed\_leds \\
Final non-filler cell area & 2120 um2 \\
Final core utilization & 0.310 \\
\multicolumn{2}{l}{\textbf{Die}} \\
Number of top-level design ports & 68 \\
Fp util & 0.179 \\
Placeable Area & 6830 um2 \\
Height of the die & 104 um \\
Die Area & 10,800 um2 \\
Horizontal extent of the die & $\sim$100 um \\
Core Rows & 30 \\
\multicolumn{2}{l}{\textbf{Critical path}} \\
Kind of start point of the critical path & register \\
Top Family by Delay on Critical Path & flip-flops \\
Cells on worst reg2reg path & 2 \\
Worst path depth & 1 \\
Required time of the critical path & 0.80 ns \\
Worst Path Buf+Inv & 1 \\
Worst-path cell with the longest stage delay & sky130\_fd\_sc\_hd\_\_dfrtp\_1 \\
Largest fanout on the critical path & 2 \\
Worst setup path class & register to output pin \\
Worst setup EP type & output pin \\
Ordered cell list for the critical path & buf\_2 \\
Maximum cell stage delay along the critical path & 0.38 ns \\
Signal arrival time at the worst endpoint & between 0.7 and 0.8 ns \\
\multicolumn{2}{l}{\textbf{Power and ir drop}} \\
Clk network pwr share & 0.349 \\
Worst voltage drop across the vdd grid & 0.000937 V \\
Internal power consumption & 2730 uW \\
Switching power share of the total & 0.213 \\
Net switching power & 740 uW \\
Pleak & 0.000947 uW \\
Areal power density over the cells & 1640 nW/um2 \\
Relative contribution of combinational cells to total power & 0.198 \\
Sequential group share of total power & 0.452 \\
Overall power after layout & between 3000 and 4000 uW \\
\multicolumn{2}{l}{\textbf{Drt}} \\
Total length of routed wires & 3.51 mm \\
Violation count after the first detailed-routing iteration & 7 \\
Average vias per placed instance & 3.55 \\
Highest signal layer in the routed design & met4 \\
DR vias & between 800 and 900 \\
Remaining antenna violation count after routing & 0 \\
First-pass detailed-route iteration total & 3 \\
Detailed-route DRC error count & 0 \\
Routed length per instance & between 10 and 15 um \\
Ant. Diodes & 0 \\
Total routed wire length on the met1 layer & 1.57 mm \\
Detail Route met3 WL & 413 um \\
Routed wire length on met2 & roughly 1.5 mm \\
\multicolumn{2}{l}{\textbf{Min path}} \\
Worst hold-check path type & input pin to async pin \\
\multicolumn{2}{l}{\textbf{Placed design}} \\
Post-Place Cell Area & 2030 um2 \\
Number of buffers inserted by port buffering & 67 \\
Final estimated routing congestion in global placement & 0.660 \\
Half-perimeter wire length of the detailed placement result & 2.46 mm \\
\multicolumn{2}{l}{\textbf{Job}} \\
Max-capacitance violation count & 0 \\
Tool warnings & 27 \\
\multicolumn{2}{l}{\textbf{Run status}} \\
Status & completed \\
\hline
\end{tabular}
[area by class of cell]
cell class                      count  area share
Multi-Input combinational cell     33       0.193
Clock inverter                      2      0.0165
Timing Repair Buffer               81       0.321
Clock buffer                        6      0.0343
Sequential cell                    32       0.378
Tap cell                           96      0.0567
[metrics by stage]
| stage | instances | setup slack, ns |
|---|---|---|
| after global routing | 250 | -0.0252 |
| after CTS | 250 | -0.0328 |
| after detailed placement | 233 | -0.493 |
| after floorplan | 68 | 0.0207 |
| final | 250 | 0.0142 |
| after global placement | 233 | -0.484 |
[power groups by stage]
stage	clock network, uW	registers [uW]	logic [uW]
after CTS	1260	1570	682
after global routing	1320	1600	768
final	1210	1570	688
[cell usage in the layout, fill, tap and decap left out]
master and n:
sky130_fd_sc_hd__clkdlybuf4s50_1 33, sky130_fd_sc_hd__buf_2 32, sky130_fd_sc_hd__nor2_4 1, sky130_fd_sc_hd__buf_16 1, sky130_fd_sc_hd__buf_4 7, sky130_fd_sc_hd__mux2_4 10
sky130_fd_sc_hd__buf_12 3, sky130_fd_sc_hd__bufinv_16 1, sky130_fd_sc_hd__clkbuf_8 5, sky130_fd_sc_hd__buf_6 3, sky130_fd_sc_hd__clkinv_2 1, sky130_fd_sc_hd__clkdlybuf4s15_2 1
sky130_fd_sc_hd__clkbuf_1 1, sky130_fd_sc_hd__dfrtp_1 32, sky130_fd_sc_hd__clkbuf_2 1, sky130_fd_sc_hd__mux2_2 22
[layer usage]
| metal | vias to the layer above | track usage |
|---|---|---|
| met1 | 429 | 0.0880 |
| met2 | 50 | 0.100 |
| met4 | 0 | 0.00497 |
| met3 | 3 | 0.0370 |
| li1 | 406 | - |
| met5 | - | 0 |
[timing repair]
item | in CTS | in global routing
resized | 104 | 12
pin swaps | 1 | 1
endpoints found under the setup margin | 64 | 44
cloned | 2 | 0
setup buffers | 7 | 2
[path summary, 6_finish.rpt]
| path | start | endpoint | slack (ns) |
|---|---|---|---|
| setup / recovery | oRed_leds[23] | oRed_leds[23] | 0.01 |
| hold / removal | iReset_n | oRed_leds[11] | 0.28 |
| setup reg to reg | oRed_leds[1] | oRed_leds[1] | 0.13 |
| hold reg to reg | oRed_leds[28] | oRed_leds[28] | 0.50 |
| max in group asynchronous | iReset_n | oRed_leds[2] | 0.49 |
| min in group clk0 | oRed_leds[28] | oRed_leds[28] | 0.50 |
[logic make-up (layout without fill, tap and decap cells)]
kind of cell  Yosys count  count (layout)  share of synthesized area
simple gates            1               1                    0.00922
buf+inv                 3              89                     0.0338
flops                  32              32                      0.656
mux                    32              32                      0.301
No activity file was given, so power comes from the tool's default toggle rates.
